## ./design.v

```verilog
module clk_div #(parameter DIV = 1)
(
	input clk_in,
	output reg [0:0] clk_out
);
parameter CNT_SIZE = $clog2(DIV / 2);
reg [CNT_SIZE:0] cnt = 0;
always @(posedge clk_in)
begin
	if (cnt == (DIV / 2))
	begin
		cnt <= 0;
		clk_out <= ~clk_out;
	end
	else
	begin
		cnt <= cnt + 1'b1;
		clk_out <= clk_out;
	end
end
endmodule
module mojo_top
(
    input clk,
    input rst_n,
    input cclk,
    output[7:0]led,
    output spi_miso,
    input spi_ss,
    input spi_mosi,
    input spi_sck,
    output [3:0] spi_channel,
    input avr_tx,  
    output avr_rx,  
    input avr_rx_busy  
);
wire rst = ~rst_n;  
assign spi_miso = 1'bz;
assign spi_channel = 4'bzzzz;
assign led[4] = 1'b0;
assign led[5] = 1'b0;
assign led[6] = 1'b0;
assign led[7] = 1'b0;
wire clk_uart_baud;
clk_div #(.DIV(100)) clk_div_uart
(
	.clk_in(clk),
   .clk_out(clk_uart_baud)
);
wire tx_busy;
reg [7:0] tx_data;
reg [0:0] tx_start;
uart_tx uart_tx
(
	.clk(clk_uart_baud),
	.tx(avr_rx),
	.busy(tx_busy),
	.start(tx_start),
	.data(tx_data)
);
wire clk_bytes_seq;
clk_div #(.DIV(16)) clk_div_bytes
(
	.clk_in(clk_uart_baud),
   .clk_out(clk_bytes_seq)
);
reg [7:0] cs;
reg [9:0] tx_idx = 8'h0;
always @(posedge clk_bytes_seq)
begin
	if(tx_busy == 1)
		tx_start <= 0;
	else if(tx_start == 0)
	begin
		if(tx_idx == 0)
			cs = 0;
		else
			cs = cs + tx_data;
		case(tx_idx)
			0: begin tx_data <= 8'h5A; tx_start <= 1; end	 
			1: begin tx_data <= 8'h31; tx_start <= 1; end	 
			2: begin tx_data <= 8'h32; tx_start <= 1; end
			3: begin tx_data <= 8'h33; tx_start <= 1; end
			4: begin tx_data <= 8'h34; tx_start <= 1; end
			5: begin tx_data <= 8'h35; tx_start <= 1; end
			6: begin tx_data <= 8'h36; tx_start <= 1; end
			7: begin tx_data <= 8'h37; tx_start <= 1; end
			8: begin tx_data <= 8'h38; tx_start <= 1; end
			9: begin tx_data <= 8'h39; tx_start <= 1; end
			10: begin tx_data <= cs; tx_start <= 1; end		 
		endcase
		if(tx_idx == 256)
			tx_idx <= 0;
		else
			tx_idx <= tx_idx + 1'b1;
	end
end
wire clk_led1;
assign led[0] = clk_led1;
assign led[1] = ~clk_led1;
assign led[2] = 1'b0;
assign led[3] = 1'b0;
clk_div #(.DIV(10000000)) clk_div_led1
(
	.clk_in(clk),
   .clk_out(clk_led1)
);
endmodule
module uart_tx
(
	input clk,
	input [7:0] data,
	input start,
	output reg [0:0] tx,
	output reg [0:0] busy
);
reg [3:0] step;
reg [7:0] snd;
reg [0:0] done;
always @(posedge clk)
begin
	if(busy == 0)
	begin
		if(start == 1)
		begin
			snd <= data;
			busy <= 1;
			done <= 0;
			step <= 0;
			tx <= 1;
		end
		else
			tx <= 1;
	end
	else
	begin	 
		if(done == 1)
		begin
			if(start == 0)
				busy <= 0;
		end
		else
		begin
			case(step)
				0: tx <= 1;
				1: tx <= 0;	 
				2: tx <= snd[0];
				3: tx <= snd[1];
				4: tx <= snd[2];
				5: tx <= snd[3];
				6: tx <= snd[4];
				7: tx <= snd[5];
				8: tx <= snd[6];
				9: tx <= snd[7];
				default:
					begin
						tx <= 1;
						done <= 1;
						if(start == 0)
							busy <= 0;
					end
			endcase
			step <= step + 4'b1;
		end
	end
end
endmodule
```

## ./run.sh

```bash
#!/bin/bash
# OpenROAD 26Q1-2900-gdf79404cd8, Yosys 0.63+post, stock flow scripts
make -C /OpenROAD-flow-scripts/flow DESIGN_CONFIG=/design/flow/config.mk WORK_HOME=/design/flow/orfs finish
```

## ./config.mk

```make
export PLATFORM = sky130hd
export DESIGN_NAME = mojo_top
export DESIGN_NICKNAME = mojo_top
export VERILOG_FILES = /design/flow/design.v
export SDC_FILE = /design/flow/constraint.sdc
export NUM_CORES = 4
export LEC_CHECK = 1
export CORE_UTILIZATION = 40
```

## ./constraint.sdc

```tcl
current_design mojo_top

set clk_period 3.2
set clk_io_pct 0.2

create_clock -name clk0 -period $clk_period [get_ports {clk}]

set non_clock_inputs [all_inputs -no_clocks]
set_input_delay [expr $clk_period * $clk_io_pct] -clock clk0 $non_clock_inputs
set_output_delay [expr $clk_period * $clk_io_pct] -clock clk0 [all_outputs]
```

==> flow_summary.toml <==
# implementation run metrics
[finish]
fillers = 881
layout-drive-gt1-share_pct = 4.31
syn_to_final_growth_pct = 5.76
final_area_um2 = 4140
finish.utilization_pct = 44.2

[clock_tree]
cts_max_path_buffers = 2
htreeDepth = 2
clk-insertion-delay-late_ps = 280
hold_buffers = 0
post_cts_buffers = 0
cts-root-buf = "clkbuf_8"
post_cts_resized = 0
clk_pin_slew_ps = 70
numCtsBuffers = 5
cts_tree = "yes"

[final_timing]
maxSlewViolCount = 0
untimed_endpoints = 88
setup_ws_ps = 1030
worstMarginPinSlew_ps = 815
setup_violations = 0
fin_skew_ps = 4.11
fmax_ghz = 0.461
rsz0062_at_grt = "no"
relSlewSlack_pct = 45.7
min_period_over_period_pct = 67.8
setup-tns-final_ps = 0
finalHoldViolations = 0
period_needed_ps = 2170
unclocked_pins = 47

[place]
globalplace.congestion = 0.786
portBuffers = 3
dp_hpwl_mm = 4.17
post-place-ws_ps = 1090
place_area_um2 = 4020

[synthesis]
postSynthSeqShare_pct = 51.7
yosys_most_used_dff = "edfxtp_1"
edf_count = 42
ys_warn_count = 7
yosysChipArea_um2 = 3910
syn_avg_cell_area_um2 = 10.7
synth.distinct_cells = 55
synthCells = 367
async_flop_share_pct = 0
netlist_area_um2 = 3910
ys_cells = 367
ys_ff = 80

[routing]
post-route-drc-count = 0
wl_per_cell_um = 11.2
antenna_left = 0
drtIter0Drc = 71
route.vias.total = 2425
wl_mm = 5.62
num_antenna_cells = 0
via_per_inst = 4.85
dr.pass1.iters = 4

[critical_path]
r2r-start = "clk_div_led1.cnt[10]"
critPathKind = "flip-flop to flip-flop"
path_max_fanout = 7
required_ps = 3200
rr_worst_depth = 4
arrival_ps = 2170
start_kind = "flip-flop"
reg2reg_slack_ps = 1030
cp-startpoint = "clk_div_led1.cnt[10]"
crit_path_end_kind = "flip-flop"

[global_route]
gr-total-overflow = 0
grt_max_degree = 29
antenna_found_initial = 0
grt_pass1_wl_mm = 9.70
grt_pass1_vias = 2211
grt.total_usage_pct = 12.2

[hold_path]
min_path_type = "flip-flop to flip-flop"
hold-path-cell-count = 1
hp-start = "clk_div_uart.cnt[6]"

[floorplanning]
die_x_um = 101
design.core.area_um2 = 9370
initial_core_util_pct = 41.7
io_pins = 22
core.rowCount = 35
fp.dieH_um = 101
die_area_um2 = 10200

[pwr]
power.net_switching_uw = 145
power.leakage_nw = 1.56
p_seq_share_pct = 50.9
pwr-share-clk_pct = 49.0
max-vdd-ir-drop_v = 0.000183
power_frac_comb_pct = 0
p_total_uw = 813
internal_power_uw = 668
netSwitchingFraction_pct = 17.9
power.density_nw_per_um2 = 196

[run_status]
status = "complete, no violations"

[job]
maxCapViolations = 0
warning_count = 41
==> registers in the layout (all words and copies together) (netlist names) <==
name and count:
clk_div_led1.cnt 24, clk_div_uart.clk_out 1, uart_tx.done 1, tx_data 8
clk_div_bytes.clk_out 1, tx_start 1, uart_tx.busy 1, uart_tx.snd 8
cs 8, clk_div_led1.clk_out 1, uart_tx.tx 1, tx_idx 10
clk_div_uart.cnt 7, clk_div_bytes.cnt 4, uart_tx.step 4
==> per-layer routing <==
metal | share of wire (%) | track usage (%) | vias up
met4 | 0.14 | 0.669 | 0
met2 | 45 | 20.0 | 25
met3 | 2.1 | 2.19 | 2
met5 | 0 | 0 | -
li1 | - | - | 1271
met1 | 53 | 18.7 | 1127
==> per-stage QoR <==
stage          hold slack [ps]  cells
2_1_floorplan              422    377
3_3_place_gp               437    492
3_5_place_dp               444    492
4_1_cts                    456    500
5_1_grt                    492    500
6_report                   456    500
==> critical path, stage by stage (launching register included) <==
cell	delay [ps]
dfxtp_1	360
or4b_1	500
or4_1	430
nor2_1	360
buf_4	230
==> synthesized netlist by cell type, types with 2 or more instances <==
cell type	count	share of area, %
nand2b_1	4	0.64
clkbuf_1	4	0.38
nor4_1	2	0.32
o21a_1	3	0.58
xnor2_1	29	6.5
ha_1	21	6.7
nand2_1	16	1.5
a22oi_1	2	0.38
dfxtp_1	38	19
a21oi_1	9	1.2
and2_1	2	0.32
nor3_1	2	0.26
xor2_1	14	3.1
nand3_1	20	2.6
nor2_1	46	4.4
nand3b_1	2	0.38
o21ai_0	17	2.2
nand4_1	5	0.80
o211ai_1	2	0.38
and3_1	8	1.3
inv_1	20	1.9
a211oi_1	2	0.38
buf_4	12	2.3
edfxtp_1	42	32
and4_1	6	1.3
nor4b_1	4	0.90
nor2b_1	7	1.1
==> power groups by stage <==
| stage | Sequential, mW | Combinational [mW] | Clock (mW) |
|---|---|---|---|
| global route | 0.414 | 0.000858 | 0.439 |
| CTS | 0.414 | 0.000341 | 0.410 |
| finish | 0.414 | 0.000224 | 0.399 |
==> final timing paths <==
check	end
max reg2reg	clk_div_led1.clk_out
max	clk_div_led1.clk_out
min reg2reg	clk_div_uart.cnt[6]
min	clk_div_uart.cnt[6]
==> cells in the final DEF (no fill, tap or decap), types with 7 or more instances in the layout <==
cell / n
nor2_1: 46
edfxtp_1: 42
dfxtp_1: 38
xnor2_1: 29
ha_1: 21
inv_1: 20
nand3_1: 20
o21ai_0: 17
nand2_1: 16
xor2_1: 14
conb_1: 11
a21oi_1: 9
and3_1: 8
nor2b_1: 7
==> final cells by class <==
class,count,area [µm²],area share [%]
Inverter,20,75.1,1.81
Clock buffer,7,86.3,2.09
Multi-Input combinational cell,258,1720,41.5
Tap cell,129,161,3.90
Timing Repair Buffer,5,45.0,1.09
Clock inverter,1,30.0,0.726
Sequential cell,80,2020,48.9
==> cell families (layout without fill, tap and decap cells) <==
kind of cell               count (synthesis)  after routing  synth area share, %
AOI/OAI and AO/OA                         47             47                 7.55
xor gates and xnor gates                  43             43                 9.63
adders and majority gates                 22             22                 7.23
buffers and inverters                     39             33                 5.37
DFF                                       80             80                 51.7
muxes                                      1              1                0.256
other                                      1             11               0.0958
and+or+nand+nor                          134            134                 18.2
Power is estimated from default activity; no workload was simulated.

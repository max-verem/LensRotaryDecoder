## flow/run.sh

```bash
#!/bin/bash
# OpenROAD 26Q1-2900-gdf79404cd8, Yosys 0.63+post, stock flow scripts
make -C /OpenROAD-flow-scripts/flow DESIGN_CONFIG=/design/flow/config.mk WORK_HOME=/design/flow/orfs finish
```

## flow/config.mk

```make
export PLATFORM = sky130hd
export DESIGN_NAME = uart_sender
export DESIGN_NICKNAME = uart_sender
export VERILOG_FILES = /design/flow/design.v
export SDC_FILE = /design/flow/constraint.sdc
export NUM_CORES = 4
export LEC_CHECK = 1
export CORE_UTILIZATION = 50
```

## flow/constraint.sdc

```tcl
current_design uart_sender

set clk_period 10.4
set clk_io_pct 0.2

create_clock -name clk0 -period $clk_period [get_ports {clk_bytes_seq}]

set non_clock_inputs [all_inputs -no_clocks]
set_input_delay [expr $clk_period * $clk_io_pct] -clock clk0 $non_clock_inputs
set_output_delay [expr $clk_period * $clk_io_pct] -clock clk0 [all_outputs]
```

## flow/design.v

```verilog
module uart_sender #(parameter BITS = 32)
(
	input [BITS - 1:0] rot1_cnt,
	input [BITS - 1:0] rot2_cnt,
	input [BITS - 1:0] rot3_cnt,
	input clk_bytes_seq,
	input tx_busy,
	output reg [7:0] tx_data,
	output reg [0:0] tx_start
);
reg [BITS - 1:0] rot1_save;
reg [BITS - 1:0] rot2_save;
reg [BITS - 1:0] rot3_save;
reg [7:0] cs;
reg [9:0] tx_idx = 8'h0;
always @(posedge clk_bytes_seq)
begin
	if(tx_busy == 1)
		tx_start <= 0;
	else if(tx_start == 0)
	begin
		if(tx_idx == 0)
		begin
			cs = 0;
			rot1_save <= rot1_cnt;
			rot2_save <= rot2_cnt;
			rot3_save <= rot3_cnt;
		end
		else
			cs = cs + tx_data;
		case(tx_idx)
			0: begin tx_data <= 8'h5A; tx_start <= 1; end	 
			1: begin tx_data <= rot1_save[7:0]; 	tx_start <= 1; end	 
			2: begin tx_data <= rot1_save[15:8]; 	tx_start <= 1; end
			3: begin tx_data <= rot1_save[23:16]; 	tx_start <= 1; end
			4: begin tx_data <= rot2_save[7:0]; 	tx_start <= 1; end
			5: begin tx_data <= rot2_save[15:8]; 	tx_start <= 1; end
			6: begin tx_data <= rot2_save[23:16]; 	tx_start <= 1; end
			7: begin tx_data <= rot3_save[7:0]; 	tx_start <= 1; end
			8: begin tx_data <= rot3_save[15:8]; 	tx_start <= 1; end
			9: begin tx_data <= rot3_save[23:16]; 	tx_start <= 1; end
			10: begin tx_data <= cs; tx_start <= 1; end		 
		endcase
		if(tx_idx == 256)
			tx_idx <= 0;
		else
			tx_idx <= tx_idx + 1'b1;
	end
end
endmodule
```

==> changes_impl.md <==
## Flow update

- Min-delay src: tx_start
- Avg WL per Cell: 17.1 µm
- Area share of and/or/nand/nor cells after synthesis: ~8%
- FP Util: 51.7%
- Placed insts: 471
- WS Path Type: input port to flip-flop
- Hold Fails Final Rpt: 0
- Worst slew margin: 52.2%
- # IOs: 107
- CP dominant cell by count: buf_4
- Worst min-delay path class: flip-flop to flip-flop
- Most instantiated logic cells after routing: edfxtp_1 (98), clkdlybuf4s50_1 (82), nand2_1 (17), nor2_1 (17), nand3_1 (12)
- Vias per cell: about 5.6
- Leak Pwr: 1.80 nW
- Dominant flop cell: edfxtp_1
- Crit path max-delay family: buffers and inverters
- Post-Layout Cell Count: 487
- Vias in the first global route: 2786
- Aggregate routed wire length: about 8.3 mm
- Input/output buffers: 82
- Post-synth EDFFs: about 100
- Final min period: approximately 3.6 ns
- Remaining DRCs: 0
- First drt pass iteration count: 4
- Initial antenna violation count: 0
- CTS Hold Buffers Added: 0
- OpenROAD warning count: 53
- Post-synthesis xor/xnor area fraction: 2.89%
- Latency at later pin: 0.35 ns
- Crit Path Max Fanout: 49
- Setup crit start kind: input port
- Max Cap Viol: 0
- Site Rows: 33
- Root buffer cell: clkbuf_8
- Clock Tree Buf Depth: 2
- Clk sinks: around 100
- Clock H-tree levels: 3
- Drt initial violations: 150
- Library cells used by synthesis: 52
- Fillers: 612
- CP cell instances: clkdlybuf4s50_1, nor3_2, buf_4, buf_4
- Final Max Slew Viols: 0
- Yosys top cell by area: edfxtp_1
- CTS Buf Count: 9
- Postcts setup bufs: 0
- Yosys chip area: 4250 µm²
- Unrepaired setup endpoints after global routing: no
- # setup viols final: 0
- Width of the die: 94.2 µm
- Yosys warnings: 1
- Worst setup path start: tx_busy
- Asr flop ratio synth: 0%
- Slowest stage delay, CP: 0.56 ns
- Seq share, synth: between 60% and 70%
- Biggest area cells: edfxtp_1 (69%), ha_1 (3.2%), a222oi_1 (2.4%)
- Peak supply drop: slightly below 0.08 mV
- Complex Gates by Area: 12.2%
- Clk slew on worst S/H paths: 0.09 ns
- Die area: 8870 µm²
- Mux contribution to synthesized area: 1.44%
- Overall Global Routing Usage: 22.3%
- GRT overflow: 0
- Endpoint class of the critical path: flip-flop
- FF+latch count, synth: 99
- Setup TNS: 0 ns
- Area Overhead vs Synth: 26.7%
- Main logic family after synthesis: AND-OR/OR-AND gates
- Antenna-violating nets left: 0
- Yosys cell count: 289
- CTS tree: built
- Buf/Inv on CP: 3
- Comb area: roughly 1200 µm²
- PD cells: 149 nW/µm²
- Reg-to-reg critical path startpoint: tx_idx[0]
- Largest net degree at the start of global routing: 50
- First-pass GRT wire length: around 14 mm
- Cell area after synthesis: 4250 µm²
- Layout cell share with drive strength beyond 1: 7.59%
- Die Y: 94.2 µm
- FMAX: 276 MHz
- Post-DP HPWL: between 5 and 6 mm
- Area share of the largest cell type after synthesis: 69.3%
- Yosys adder share: 3.71%
- Diodes inserted: 0
- Critical path required time: 10.39 ns
- Worst Max-Slew Pin Slew: between 0.7 and 0.8 ns
- Post-CTS Resized: 0
- Syn Area/Cell: ~15 µm²
- Reg area: 2960 µm²
- Outcome: completed
- Core area: 8220 µm²
- CP max stage cell: buf_4
- Final GP Congestion: 0.818
- Via Count: between 2000 and 3000
- Period Utilization, post-route: between 30% and 40%
- Syn Inst Count: roughly 290
- Crit path DAT: 3.62 ns
- Skew final: about 0.0066 ns
- Commonest Layout Cell: edfxtp_1
[per-layer routing]
layer  share of wire (%)  vias to the layer above  track usage [%]
met4                0.81                        0             2.69
met5                   0                        -                0
met2                  48                       83             33.1
met1                  45                     1291             40.6
li1                    -                     1327                -
met3                 5.5                        5             4.36
[cells in the mapped netlist, drive strengths merged (4+ instances only)]
master and count:
ha 11, mux2i 5, xnor2 9, a222oi 10, nand3 12, edfxtp 98
a22o 4, a22oi 4, o21ai 9, nor2 17, a21oi 10, nand2 17
xor2 5, a211oi 4, nor2b 5, clkbuf 11, inv 6, o22ai 5
[registers in the layout (all words and copies together), names as in the netlist]
name and flops:
rot1_save 24, rot2_save 24, rot3_save 24, tx_idx 10, cs 8, tx_data 8, tx_start 1
[final timing paths]
kind	to	slack, ns	cells past startpoint
worst max-delay path	rot1_save[23]	6.77	4
worst min-delay path	tx_start	0.51	2
worst max register to register	rot1_save[23]	7.25	8
worst min register to register	tx_start	0.51	2
[through the flow]
step	power, mW	worst slack, ns	util, %	hold WS (ns)	instance area, µm²
2_1_floorplan	0.542	2.80	-	0.443	4250
3_3_place_gp	0.595	6.38	63.4	0.488	5210
3_5_place_dp	0.597	6.39	63.4	0.499	5210
4_1_cts	0.811	6.76	65.5	0.515	5380
5_1_grt	0.839	6.67	65.5	0.547	5380
6_report	0.803	6.77	65.5	0.514	5380
[final cells by class]
type	count	area share, %
clock inverters	6	0.744
flip-flops and latches	99	55.1
clock buffers	10	2.37
inverters	6	0.419
well taps	105	2.44
repair buffers	91	16.5
multi-input cells	170	22.4
[worst min-delay path: cells and delay by family, from the launching register on]
kind | cells | cell delay [ns]
compound gates | 1 | 0.06
buf+inv | 1 | 0.06
flops | 1 | 0.35
[report_power, final]
part	leakage (nW)	switching, mW	internal (mW)
logic	0.815	0.0650	0.0632
registers	0.896	0.00609	0.453
clock network	0.0868	0.128	0.0876
total	1.80	0.199	0.604
[cells by family (layout without fill, tap and decap cells)]
| kind of cell | after synthesis | count (layout) |
|---|---|---|
| fa+ha+maj | 12 | 12 |
| simple gates | 68 | 68 |
| compound gates | 70 | 70 |
| xor+xnor | 14 | 14 |
| mux | 6 | 6 |
| buf+inv | 20 | 113 |
| flops | 99 | 99 |
No activity file was given, so power comes from the tool's default toggle rates.

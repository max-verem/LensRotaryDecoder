===== config.mk =====
export PLATFORM = sky130hd
export DESIGN_NAME = decoder1
export DESIGN_NICKNAME = decoder1
export VERILOG_FILES = /design/flow/design.v
export SDC_FILE = /design/flow/constraint.sdc
export NUM_CORES = 4
export LEC_CHECK = 1
export CORE_UTILIZATION = 50

===== constraint.sdc =====
current_design decoder1

set clk_period 8.9
set clk_io_pct 0.2

create_clock -name clk0 -period $clk_period [get_ports {clk}]

set non_clock_inputs [all_inputs -no_clocks]
set_input_delay [expr $clk_period * $clk_io_pct] -clock clk0 $non_clock_inputs
set_output_delay [expr $clk_period * $clk_io_pct] -clock clk0 [all_outputs]

===== design.v =====
module decoder1 #(parameter BITS = 32)
(
	input clk,
	input phase_a,
	input phase_b,
	output reg [BITS - 1:0] cnt
);
reg [3:0] state = 0;
always @(posedge clk)
begin
	case(state)
		1,7,8,14: cnt <= cnt - 1'b1;
		2,4,11,13: cnt <= cnt + 1'b1;
	endcase
end
always @(negedge clk)
begin
	state[3] <= state[1];
	state[2] <= state[0];
	state[1] <= phase_a;
	state[0] <= phase_b;
end
endmodule

===== run.sh =====
#!/bin/bash
# OpenROAD 26Q1-2900-gdf79404cd8, Yosys 0.63+post, stock flow scripts
make -C /OpenROAD-flow-scripts/flow DESIGN_CONFIG=/design/flow/config.mk WORK_HOME=/design/flow/orfs finish

==> CHANGELOG.md <==
## Implementation

* Outcome: complete, no violations
* Post-Syn Area at 2903 sq um
* Count leader, synth: a21oi_1
* Top-area cell share at 33.10%
* Clk latency late pin at 340 ps
* Total Wirelength at 5930 um
* Met3 wire len at 245 um
* # IOs at 35
* Synth area leader: edfxtp_1
* CTS tree: done
* Top Metal Used: met4
* Synthesized area per cell at 9.807 sq um
* Worst setup SP type: flop
* M1 WL at 2987 um
* Via Count at 2321
* Crit path capture: cnt[24]
* Top area cells in the synthesized netlist: edfxtp_1 (33%), ha_1 (13%), xnor2_1 (6.9%)
* Clock power frac at 7.6%
* DR WL/cell at 14.53 um
* DP Wirelength at 4454 um
* Setup TNS at 0 ps
* # H-tree levels at 2
* Detail Route met2 WL at 2612 um
* Reg-to-reg setup timing slack at 1340 ps
* Fillers at 486
* GP Congestion at 0.8864
* Worst Path Arrival at 7610 ps
* Post-synth top flop: edfxtp_1
* Placed instance area at 3314 sq um
* Final Max Slew Viols at 0
* CP max stage delay at 500 ps
* Asr flop ratio synth at 0%
* DRT Pass-1 Iters at 5
* CP max stage cell: ha_1
* Sequential-to-total area share from yosys stat at 35.86%
* Cts hold-fix bufs at 0
* Post-CTS Setup Bufs at 0
* Max_slew headroom at 63.32%
* Deepest clock path buffer count at 2
* MaxCap Viol Count at 0
* Num CTS Buffers at 5
* Worst clock skew at 57.91 ps
* Final instance area at 3408 sq um
* Via density at 5.689
* OpenROAD warning count at 30
* Share of power burned in registers at 24.5%
* DRC Markers at 0
* Net Sw Power at 661.7 uW
* Cell repeated most along the worst path: xnor2_1
* Vias in the first global route at 2194
* Worst VDD drop at 0.2418 mV
* Clock Sink Count at 36
* Worst flop-to-flop path startpoint: state[0]
* Die area at 6114 sq um
* Chip height at 78.20 um
* Fin. Hold Viols at 0
* Hold path depth at 0
* Synth top cells by count: a21oi_1 (34), edfxtp_1 (32), ha_1 (30), nand2_1 (24), xnor2_1 (23)
* Initial core utilization at 52.39%
* YS warnings at 1
* Yosys stat chip area at 2903 sq um
* Reg2Reg Capture Point: cnt[24]
* Ys cells at 296
* Global-route wire length before repair at 10230 um
* Crit Path Class: reg2reg
* Max FO, Critical Path at 32
* Net Sw Frac at 42.21%
* Initial antenna violation count at 0
* Gr usage total at 21.74%
* Synthesized flop and latch total at 36
* Root Buffer: clkbuf_8
* Antenna cells at 0
* Logic cell area at 1775 sq um
* Flop area at 1041 sq um
* Layout cells sized above 1 at 8.929%
* Worst Tran Pin Value at 547.0 ps
* WHS at 365.6 ps
* CP Launch Point: state[0]
* CP Cell Sequence: xnor2_1 -> nand2_1 -> buf_4 -> ha_1 -> o21ai_0 -> a21oi_1 -> a31oi_1 -> nor3_1 -> a21boi_0 -> xnor2_1
* Worst R2R Path Depth at 10
* Die Wd at 78.20 um
* EDFF count, synth at 32
* # resized after CTS at 0
* Port bufs at 34
* CP Capture Type: flop
* Leakage at 1.285 nW
* Synth cell types at 53
* RSZ-0062 raised after global routing: no
* Initial DRC Count at 84
* Pin count of the biggest net entering global routing at 33
* Comb power frac at 67.9%
* Num rows at 27
* Clk slew on worst S/H paths at 80 ps
* Worst Hold Class: reg2reg
* Internal power at 905.7 uW
* Remaining Overflow, GRT at 0
* Post-Synthesis Cells at 296
* Pwr dens at 459.9 nW/um^2
* Core ar. at 5540 sq um
* Final setup violation count at 0
* Post-DRT Antenna Nets at 0
* Area growth syn-to-layout at 17.41%
* Critical Path RT at 8940 ps
area by class of cell:
| type | count | share of cell area [%] |
|---|---|---|
| multi-input cells | 239 | 52.09 |
| flip-flops and latches | 36 | 30.54 |
| repair buffers | 36 | 10.43 |
| well taps | 72 | 2.643 |
| clock buffers | 6 | 2.129 |
| inverters | 13 | 1.432 |
| clock inverters | 6 | 0.7342 |
sequential cells by signal, indices dropped and copies added, names as in the netlist:
name	flops
state	4
cnt	32
layer usage:
layer	track usage, %	vias up
li1	-	1206
met1	36.51	1055
met2	32.19	51
met3	2.715	9
met4	2.963	0
met5	0	-
power groups by stage:
stage	sequential, mW	combinational [mW]	clock [mW]
4_1_cts	0.385	1.07	0.124
5_1_grt	0.395	1.19	0.134
6_report	0.383	1.06	0.120
how the worst min path moves through the flow:
stage	to	slack [ps]	from
after CTS	state[2]	370	state[0]
after global routing	state[2]	360	state[0]
final	state[2]	370	state[0]
cell usage in the layout (no fill, tap or decap), drive strengths merged, types with 7 or more instances in the layout:
master,count
nand2,24
xnor2,23
xor2,11
nor2,10
clkdlybuf4s50,34
a21o,8
ha,30
o21ai,23
inv,17
a21oi,36
a211oi,7
edfxtp,32
o211ai,7
through the flow:
step | std cells | setup WS (ps) | power [mW] | util (%)
floorplan | 296 | 1391 | 1.143 | -
detailed placement | 397 | 1373 | 1.446 | 59.82
global placement | 397 | 1429 | 1.453 | 59.82
global route | 408 | 1048 | 1.723 | 61.52
CTS | 408 | 1348 | 1.577 | 61.52
finish | 408 | 1336 | 1.567 | 61.52
critical path, delay by kind of cell (launching register included):
| family | cells | cell delay (ps) |
|---|---|---|
| DFF | 1 | 300 |
| AOI/OAI and AO/OA | 4 | 740 |
| adders and majority gates | 1 | 500 |
| xor gates and xnor gates | 2 | 440 |
| and+or+nand+nor | 2 | 540 |
| buffers and inverters | 1 | 270 |
cell families (layout without fill, tap and decap cells):
family,count (synthesis),in the layout,share of synthesized area [%]
flops,36,36,35.86
compound gates,111,111,26.42
xor+xnor,34,34,10.26
fa+ha+maj,31,31,13.62
simple gates,63,63,10.60
buf+inv,21,61,3.232
No activity file was given, so power comes from the tool's default toggle rates.
